[design/flow/run.sh]
#!/bin/bash
# OpenROAD 26Q1-2900-gdf79404cd8, Yosys 0.63+post, stock flow scripts
make -C /OpenROAD-flow-scripts/flow DESIGN_CONFIG=/design/flow/config.mk WORK_HOME=/design/flow/orfs finish
[design/flow/config.mk]
export PLATFORM = sky130hd
export DESIGN_NAME = dm_256
export DESIGN_NICKNAME = dm_256
export VERILOG_FILES = /design/flow/design.v
export SDC_FILE = /design/flow/constraint.sdc
export NUM_CORES = 4
export LEC_CHECK = 1
export CORE_UTILIZATION = 50
[design/flow/constraint.sdc]
current_design dm_256

set clk_period 84.1
set clk_io_pct 0.2

create_clock -name clk0 -period $clk_period [get_ports {clk}]

set non_clock_inputs [all_inputs -no_clocks]
set_input_delay [expr $clk_period * $clk_io_pct] -clock clk0 $non_clock_inputs
set_output_delay [expr $clk_period * $clk_io_pct] -clock clk0 [all_outputs]
[design/flow/design.v]
module dm_256(addr, din, we, clk, dout);
    input   [7:0]  addr;   
    input   [31:0]  din;    
    input           we;     
    input           clk;    
    output  [31:0]  dout;   
    reg     [7:0]  dm[255:0];
    integer i;
    always @(posedge clk) begin
        if(we) begin
            dm[addr] = din[7:0];
            dm[addr+1] = din[15:8];
            dm[addr+2] = din[23:16];
            dm[addr+3] = din[31:24];
        end
    end
    assign dout = {dm[addr+3], dm[addr+2], dm[addr+1], dm[addr]};
endmodule
==> run summary <==
Status on the layout run. The worst hold path begins at din[26]. Area of the mapped netlist landed at 202000 sq um. Row generation in the floorplan step produced 233 rows. Remaining routing DRC violations landed at 0. Number of hold violations in the final report landed at 0.

Once detail routing completed, the nets flagged for antenna violations numbered 0. The area recorded from the Yosys report for this design is 202000 sq um. Yosys mapped a number of flops with a built-in enable equal to 2048. Synthesis produced a netlist whose cell count is 18300. The share of the Yosys chip area taken by registers is 0.304. Worst IR drop on VDD landed at 0.0000180 V. Net switching power of the design landed at 1.20 mW.

Least setup slack across all paths after layout landed at 41.94 ns. Looking at the post-CTS report, the setup buffer insertion count equals 0.

Distinct cell type count of the synthesized netlist landed at 73. Number of stages on the worst hold path landed at 3. Buffers inserted to repair hold after CTS numbered 0. Average vias per placed instance landed at 8.17. Number of global-route vias before repair landed at 178000.

The number of maximum-capacitance violations recorded for the run is 10. The initial antenna violation count was 255. Achievable frequency landed at 0.0237 GHz. After clock tree synthesis, the repair step resized 0 gates. Total negative slack landed at 0 ns. Number of sinks handled by clock tree synthesis landed at 2048. The commonest register cell is edfxtp_1. Final instance area landed at 219000 sq um.

Of the total power, combinational logic draws 0.291. The pre-CTS setup check shows a worst slack of 42.23 ns. Warning total across the stage logs landed at 47. Fraction of layout cells with a size suffix above 1 landed at 0.293. Summed over all layers, the global routing overflow is 0.

The max-slew check reports its worst relative slack as -0.147. From bottom edge to top edge, the die measures 638 um. Per the placement log, port buffering inserted 73 buffers. Setup repair after global routing left no endpoint under its margin. Number of levels the H-tree was split into landed at 5. Detailed placement HPWL landed at 871 mm.

For the worst setup path, the data arrival time is 25.34 ns. The most critical min-delay path falls under in -> reg. Per the CTS log, the buffer count on the longest clock path is 4. Total of flip-flops plus latches after synthesis landed at 2048.

Clock power share landed at 0.356. From synthesis to final layout, the design area changed by 8.19%. The leakage component of the power was reported as 80.3 nW. Average footprint of a synthesized cell landed at 11.1 sq um.

The worst setup path is of the in -> out kind. The final route contains 192000 vias. Count of instantiated cells in the yosys netlist landed at 18300.

The global routing report lists combined usage of all routing layers as 0.667. For reference, the critical path is launched at addr[0]. Number of flip-flops in the largest register landed at 2048. Number of warnings printed during yosys synthesis landed at 1. According to the report, the first pass of detailed routing completed in 9 iterations. CTS added clock buffers totalling 266. The script computed a power per unit cell area of 15.0 nW/um^2. Total die area landed at 407000 sq um. Portion of the clock cycle consumed by the worst path in the final layout landed at 0.501. Count of final max-slew check failures landed at 30. TritonCTS built the clock tree.

First-pass GRT wire length landed at 1670 mm. The worst path needs 42.16 ns of the cycle, external delays included. Final weighted congestion of routability-driven global placement landed at 1.22. Starting density of the core landed at 0.502. Clock-pin slew was measured on the worst setup and hold paths at 0.06 ns. Internal power component landed at 2.07 mW.

The worst hold path terminates at dm[235][2]$_DFFE_PP_. For this run, the share of the core covered by cells in the final layout is 0.543. The power report attributes to the sequential group a share of 0.353. Yosys reported that registers with async set or reset make up 0. The final reports fail on max-capacitance violations, max-slew violations. Actual transition at the worst max-transition pin landed at 1.71 ns. Detailed-route wire length landed at 1270 mm. The worst setup path is captured at a primary output. The design draws 3.28 mW. STA classifies the critical path startpoint as an input pin. The run finished, with violations left. Final-report setup violation count landed at 0. The horizontal die dimension reported for this design is 638 um. Post-detailed-route wirelength per cell landed at 54.2 um.

According to the floorplan report, the placeable core area is 403000 sq um. The tree is rooted in a clkbuf_16. Of the total power, the share spent switching nets is 0.367. I/O pin count landed at 74.

Number of violations reported at the end of detailed-routing iteration 0 landed at 25800. Required time of the critical path landed at 67.28 ns. Placed instance area landed at 210000 sq um. Entering global routing, the biggest net connects 105 pins. Along the worst path, the maximum fanout reaches 60.
## worst max path at each step
| stage | to | depth (start not counted) |
|---|---|---|
| CTS | dout[21] | 15 |
| finish | dout[21] | 15 |
| global route | dout[21] | 15 |
## worst max-delay path: stages
cell,delay [ns]
buf_16,0.33
buf_4,0.64
buf_4,0.62
buf_4,0.67
buf_4,0.71
buf_4,0.74
buf_4,0.73
mux4_2,0.60
mux4_2,0.50
a22o_1,0.19
a221oi_1,0.52
buf_4,0.30
o21ai_0,0.48
or4_1,0.76
clkdlybuf4s50_1,0.48
## Yosys cell counts (all sizes together) (102+ instances only)
master / count / area, sq um
o21ai: 1048 / 5250
mux4: 2284 / 51400
a21oi: 261 / 1310
clkbuf: 1460 / 5480
a31oi: 102 / 638
nor2: 1672 / 7530
mux2: 1019 / 11500
mux2i: 2213 / 22200
nand3: 440 / 2230
nand2: 2198 / 8350
nand3b: 104 / 781
edfxtp: 2048 / 61500
buf: 725 / 4130
a21o: 1033 / 7750
a211oi: 1054 / 7930
## metrics by stage
stage	std cells	hold WS, ns
finish	23500	16.37
global route	23300	16.41
CTS	23100	16.33
detailed placement	22600	17.35
global placement	22600	17.34
floorplan	18300	17.32
## final cells by class
type,instances,area [sq um]
clock inverters,145,1350
clock buffers,313,6940
well taps,5405,6760
fillers,33900,184000
multi-input cells,14000,132000
inverters,2,7.51
diodes,435,1090
flip-flops and latches,2048,61500
repair buffers,1116,9080
## placed cells by master, fill, tap and decap left out, drive strengths merged, types with 11 or more instances in the layout
| cell | synthesis | final |
|---|---|---|
| mux4 | 2284 | 2284 |
| mux2i | 2213 | 2213 |
| nand2 | 2198 | 2198 |
| edfxtp | 2048 | 2048 |
| nor2 | 1672 | 1672 |
| buf | 725 | 1082 |
| a211oi | 1054 | 1054 |
| o21ai | 1048 | 1048 |
| a21o | 1033 | 1033 |
| mux2 | 1019 | 1019 |
| nand3 | 440 | 440 |
| diode | 0 | 435 |
| clkbuf | 1460 | 313 |
| a21oi | 261 | 261 |
| nand3b | 104 | 104 |
| clkinv | 1 | 103 |
| a31oi | 102 | 102 |
| nand4 | 93 | 93 |
| nor3 | 71 | 71 |
| a32oi | 67 | 67 |
| a22oi | 64 | 64 |
| clkdlybuf4s50 | 0 | 34 |
| o22ai | 32 | 32 |
| and3 | 31 | 31 |
| inv | 1 | 19 |
| bufinv | 0 | 17 |
| a221oi | 16 | 16 |
| nor4 | 16 | 16 |
| o211ai | 14 | 14 |
| a22o | 13 | 13 |
| and2 | 13 | 13 |
| o221ai | 12 | 12 |
| xor2 | 12 | 12 |
| a311oi | 12 | 12 |
| xnor2 | 11 | 11 |
| nand2b | 11 | 11 |
## power groups by stage
| stage | Combinational [mW] | Sequential, mW | Clock (mW) |
|---|---|---|---|
| 4_1_cts | 0.862 | 1.15 | 1.16 |
| 6_report | 0.954 | 1.16 | 1.17 |
| 5_1_grt | 0.919 | 1.16 | 1.19 |
## layer usage
layer | routed length [um] | track usage | part of all wire | vias up
li1 | - | - | - | 70900
met1 | 372000 | 0.723 | 0.29 | 93400
met2 | 464000 | 0.758 | 0.36 | 21400
met3 | 287000 | 0.621 | 0.23 | 5802
met4 | 132000 | 0.488 | 0.10 | 441
met5 | 19600 | 0.444 | 0.015 | -
## kinds of logic (layout without fill, tap and decap cells)
family | count (synthesis) | in the layout | synth area share
adder cells (fa/ha/maj) | 9 | 9 | 0.000556
flip-flops | 2048 | 2048 | 0.304
AND/OR/NAND/NOR | 4680 | 4680 | 0.101
other | 0 | 435 | 0
multiplexers | 5516 | 5516 | 0.420
AND-OR/OR-AND | 3798 | 3798 | 0.125
XOR/XNOR | 23 | 23 | 0.00111
buffers and inverters | 2187 | 1576 | 0.0475
Power and IR drop assume default switching activity.
