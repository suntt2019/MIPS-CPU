===== ./config.mk =====
export PLATFORM = sky130hd
export DESIGN_NAME = GPR
export DESIGN_NICKNAME = GPR
export VERILOG_FILES = /design/flow/design.v
export SDC_FILE = /design/flow/constraint.sdc
export NUM_CORES = 4
export LEC_CHECK = 1
export CORE_UTILIZATION = 30

===== ./constraint.sdc =====
current_design GPR

set clk_period 10.0
set clk_io_pct 0.2

create_clock -name clk0 -period $clk_period [get_ports {clk}]

set non_clock_inputs [all_inputs -no_clocks]
set_input_delay [expr $clk_period * $clk_io_pct] -clock clk0 $non_clock_inputs
set_output_delay [expr $clk_period * $clk_io_pct] -clock clk0 [all_outputs]

===== ./design.v =====
module GPR(clk, reset, WE, FlagOp, A1, A2, AWr, RD1, RD2, Din, Flag, NFlag);
    input clk, reset, WE;
    input [1:0] FlagOp;
    input [4:0] A1, A2, AWr;
    input [31:0] Din, NFlag;
    output [31:0] RD1, RD2, Flag;
    reg [31:0] regs[31:0];
    reg [5:0] i;
    assign RD1 = regs[A1];
    assign RD2 = regs[A2];
    assign Flag = regs[30];
    always @(posedge clk or posedge reset) begin
        if(reset) begin
            for(i=0;i<32;i=i+1) begin
                regs[i] = 32'b0;
            end
        end else begin
            if((FlagOp === 2'b00 || FlagOp === 2'b10) && WE && AWr !== 4'b0) begin
                regs[AWr] = Din;
            end
            if(FlagOp === 2'b01 || FlagOp === 2'b10) begin
                regs[30] = NFlag;
            end
        end
    end
endmodule

===== ./run.sh =====
#!/bin/bash
# OpenROAD 26Q1-2900-gdf79404cd8, Yosys 0.63+post, stock flow scripts
make -C /OpenROAD-flow-scripts/flow DESIGN_CONFIG=/design/flow/config.mk WORK_HOME=/design/flow/orfs finish

==> results.txt <==
Max-slew headroom: 10.8%
syn_area_per_cell: 11.6 um2
Via density: 6.67
first-pass GRT wire length: 387000 um
largest net degree at the start of global routing: 120
# IOs: 180
hold bufs inserted after CTS: 0
Die Y: 416 um
clk slew on worst S/H paths: 50 ps
vias in the first global route: 44800
OpenROAD warning count: 44
HPWL after DPL: 177000 um
post-synthesis cell count: 4453
minimum clock period: 8350 ps
routability-driven placement congestion ratio: 1.06
Leakage: 26.7 nW
number of port buffers: 179
Tcrit/Tclk final: 83.5%
H-tree depth: 3
Post-synth seq share: 49.8%
Layout Area Growth over Synthesis: 17.6%
synthesized area: 51500 um2
HP Class: reg2reg
WP data required: 8000 ps
WL/cell: 41.6 um
max-cap violations: 0
most common cell in the netlist: dfrtp_1
core region area: 170000 um2
Chip Area: 173000 um2
Setup Skew: 0 ps
top cells by count: dfrtp_1, mux2_2, a22oi_1, nand2_1, clkbuf_1
pre-CTS setup slack: 1910 ps
Final Hold Viols: 0
final setup fails: 0
Final WS setup: 1650 ps
Critical Setup Path Class: in2out
Area contributors post-synth: dfrtp_1, mux2_2, a22oi_1
most used flip-flop cell: dfrtp_1
FP Core Util: 30.3%
DR DRC count: 0
Total GRT Usage: 33.7%
f_max: 120 MHz
RSZ-0062 raised after global routing: false
row count: 151
#FFs+latches synth: 1024
biggest area consumer among synthesized cells: dfrtp_1
outcome: completed
initial DRC count: 5995
initial antenna violation count: 18
DRT antenna net count: 0
clk root buf: clkbuf_16
postcts setup bufs: 0
max reg flops: 1024
first drt pass iteration count: 9
ys async rst share: 100%
Worst EP arrival: 6350 ps
Vias: 45800
worst hold margin: 400 ps
Worst VDD drop: 0.000141 V
worst skew pair latency: 760 ps
post-cts resize count: 0
Synth warnings: 2
Critical Path Fanout Max: 24
crit path launch type: input pin
Pwr Density: 181 nW/um2
Crit. End Element: output pin
Top-area cell share: 49.8%
Post-synth EDFFs: 0
yosys cell count: 4453
share of cells above drive strength 1: 33.2%
Die Wd: 416 um
Unique cell types: 69
CTS tree: yes
chip area line of the yosys report: 51500 um2
routed wire length: 285000 um
grt ovf: 0
max-slew violation count: 0
Slew @ Worst Pin: 1330 ps
CTS buffer count: 115
clock sinks: 1024
clock buffer depth: 3
layout make-up:
cell class	instances	area [um2]
Multi-Input combinational cell	2959	24400
Clock buffer	161	3300
Clock inverter	46	520
Fill cell	16300	109000
Sequential cell	1024	25600
Tap cell	2218	2780
Timing Repair Buffer	442	3830
Antenna cell	12	30.0
Inverter	5	22.5
routing by layer:
metal	part of all wire (%)	vias to the layer above	track usage (%)
li1	-	17200	-
met3	15	1487	18.6
met1	35	23200	40.8
met2	41	3933	46.3
met4	9.0	54	21.4
met5	0.19	-	1.22
worst paths after layout:
kind                               from      endpoint  slack, ps  depth (start not counted)
max                               A2[3]       RD2[31]       1650                         10
min reg2reg                 regs[0][30]   regs[0][30]        400                          0
min                         regs[0][30]   regs[0][30]        400                          0
max in group asynchronous         reset  regs[14][15]       5710                          5
min in group asynchronous         reset  regs[30][30]       1640                          2
max reg2reg                regs[30][22]  regs[30][22]       9060                          2
cells in the final DEF, fill, tap and decap left out, drive strengths merged, types with 10 or more instances in the layout:
master / n
nand2b: 13
a22oi: 789
clkbuf: 162
dfrtp: 1024
mux2: 979
a221oi: 27
nand3: 60
clkdlybuf4s50: 169
mux2i: 58
nand2: 260
diode: 12
a22o: 34
buf: 272
nand3b: 13
inv: 10
o21ai: 59
nor2b: 16
a222oi: 21
nor3: 64
a2111oi: 10
a32oi: 17
nand4: 105
nor2: 186
clkinv: 24
nor4: 29
a31oi: 10
a21oi: 87
stage by stage:
step	util (%)	setup TNS, ps	cells	power [mW]	cell area (um2)
CTS	35.6	0	6854	10.9	60500
floorplan	-	-6260670	4453	5.82	51500
finish	35.6	0	6867	11.0	60500
global placement	33.3	0	6647	6.58	56600
global route	35.6	0	6857	11.3	60500
detailed placement	33.3	0	6647	6.60	56600
power by group:
group | total [mW] | leakage [nW] | switching (mW) | internal (mW)
Sequential | 5.24 | 13.7 | 0.577 | 4.66
Clock | 4.38 | 1.87 | 1.88 | 2.51
Combinational | 1.35 | 11.1 | 0.702 | 0.650
kinds of logic (layout without fill, tap and decap cells):
group                      count (synthesis)  count (layout)  synth area share, %
AOI/OAI and AO/OA                       1115            1115                 16.0
adders and majority gates                  2               2               0.0486
buffers and inverters                    470             654                 3.99
DFF                                     1024            1024                 49.8
muxes                                   1037            1037                 22.6
other                                      0              12                    0
and+or+nand+nor                          805             805                 7.65
critical path, stage by stage:
cell and delay, ps:
buf_2 120, buf_4 450, nand2_1 500, buf_4 390, nor2_4 880, buf_4 460, a221oi_1 150, and4_1 210
a21oi_1 540, clkdlybuf4s50_1 590
Power is estimated from default activity; no workload was simulated.
